--- /design/flow/config.mk ---
export PLATFORM = sky130hd
export DESIGN_NAME = uart_rx
export DESIGN_NICKNAME = uart_rx
export VERILOG_FILES = /design/flow/design.v
export SDC_FILE = /design/flow/constraint.sdc
export NUM_CORES = 4
export LEC_CHECK = 1
export CORE_UTILIZATION = 40
--- /design/flow/constraint.sdc ---
current_design uart_rx

set clk_period 5.9
set clk_io_pct 0.2

create_clock -name clk0 -period $clk_period [get_ports {clk}]

set non_clock_inputs [all_inputs -no_clocks]
set_input_delay [expr $clk_period * $clk_io_pct] -clock clk0 $non_clock_inputs
set_output_delay [expr $clk_period * $clk_io_pct] -clock clk0 [all_outputs]
--- /design/flow/design.v ---
module uart_rx #(
    parameter CLOCK_FREQ = 50000000,      
    parameter BAUD_RATE  = 9600           
)(
    input  logic clk,
    input  logic rst_n,
    input  logic rx,               
    output logic [7:0] data_out,   
    output logic data_valid        
);
    localparam integer CYCLES_PER_BIT = CLOCK_FREQ / BAUD_RATE;
    typedef enum logic [2:0] {
        IDLE,
        START,
        DATA,
        STOP,
        DONE
    } state_t;
    state_t state;
    logic [15:0] baud_cnt;
    logic [2:0]  bit_idx;
    logic [7:0]  shift_reg;
    always_ff @(posedge clk or negedge rst_n) begin
        if (!rst_n) begin
            state      <= IDLE;
            baud_cnt   <= 0;
            bit_idx    <= 0;
            shift_reg  <= 0;
            data_out   <= 0;
            data_valid <= 0;
        end else begin
            case (state)
                IDLE: begin
                    data_valid <= 0;
                    if (!rx) begin
                        state    <= START;
                        baud_cnt <= CYCLES_PER_BIT / 2;
                    end
                end
                START: begin
                    if (baud_cnt == 0) begin
                        state    <= DATA;
                        bit_idx  <= 0;
                        baud_cnt <= CYCLES_PER_BIT - 1;
                    end else begin
                        baud_cnt <= baud_cnt - 1;
                    end
                end
                DATA: begin
                    if (baud_cnt == 0) begin
                        shift_reg[bit_idx] <= rx;
                        bit_idx <= bit_idx + 1;
                        baud_cnt <= CYCLES_PER_BIT - 1;
                        if (bit_idx == 3'd7)
                            state <= STOP;
                    end else begin
                        baud_cnt <= baud_cnt - 1;
                    end
                end
                STOP: begin
                    if (baud_cnt == 0) begin
                        state      <= DONE;
                        data_out   <= shift_reg;
                        data_valid <= 1;
                    end else begin
                        baud_cnt <= baud_cnt - 1;
                    end
                end
                DONE: begin
                    state <= IDLE;
                end
                default: state <= IDLE;
            endcase
        end
    end
endmodule
--- /design/flow/run.sh ---
#!/bin/bash
# OpenROAD 26Q1-2900-gdf79404cd8, Yosys 0.63+post, stock flow scripts
make -C /OpenROAD-flow-scripts/flow DESIGN_CONFIG=/design/flow/config.mk WORK_HOME=/design/flow/orfs finish
==> summary.txt <==
Area leader, netlist = dfrtp_1
Worst setup margin = 3.19 ns
Sw frac = 0.208
P per Cell Area = 213 nW/µm²
Final ANT Viol Nets = 0
Routed WL = 4580 µm
Crit path launch type = input pin
Sequential power share = 0.543
Setup_tns = 0 ns
Worst r2r src = baud_cnt[0]
CTS resizes = 0
Post-Syn Instances = 216
Reg2reg end = shift_reg[4]
Max Cap Viol = 0
Sequential-to-total area share from yosys stat = 0.474
Crit path from = rx
Worst reg-to-reg path cell count = 7
Psw = 0.108 mW
Post-synthesis cell type count = 49
Worst vdd ir = 101 µV
Fmax = 370 MHz
Drt first-iter violations = 169
Tightest Hold Check Type = register to register
Clock transition at path regs = 0.09 ns
CTS tree = yes
Top-area cell type share of the netlist area = 0.462
Number of enable flip-flop cells = 0
Hold buffers post-CTS = 0
Flops after synth = 41
Clk ins delay skew pair = 0.30 ns
Placeable core area = 5170 µm²
# DRC = 0
Post-CTS Setup Inserts = 0
HPWL after DPL = 3120 µm
Critical Path RT = 6.06 ns
Yosys warns = 1
Max reg flops = 16
Leakage = 1.03 nW
Root Driver = clkbuf_8
Leading cell types by count after synthesis = dfrtp_1, nand2_1, o21ai_0
Area contributors post-synth = dfrtp_1, mux2_2, o21ai_0
Worst EP arrival = 2.86 ns
Dpl ws = 2.90 ns
Unrepaired setup endpoints after global routing = false
Die height = 75.6 µm
Ant diodes = 0
H-tree depth = 2
Global-route wire length before repair = 7850 µm
Largest net degree at the start of global routing = 42
Detailed Routing Iterations Pass 1 = 4
Overall power = 0.517 mW
Clk_skew = 0.00862 ns
Crit share post-route = 0.459
P_int = 0.409 mW
Cell count listed in synth_stat.txt = 216
Slew @ Worst Pin = 0.642 ns
Non-filler cells, final = 298
Via Count = 1691
FF-to-FF setup slack = 3.47 ns
Slew Viols, Final = 0
Vias in the first global route = 1549
Sink Count = 41
Gpl congestion = 0.906
Final Util = 0.470
Most common cell in the netlist = dfrtp_1
Layout Area Growth over Synthesis = 12.2%
Final Hold Vio Count = 0
Clock power share = 0.442
Crit. End Element = register
Routed WL per cell = 15.4 µm
Mean Syn Cell Area = 10.0 µm²
Fraction of layout cells with a size suffix above 1 = 0.123
Chip Area, Yosys = 2170 µm²
Combinational Power Share = 0.014
Clock Path Buffers = 2
Chip width = 75.6 µm
IO Port Bufs = 11
Cell Area, Synth = 2170 µm²
Cell Rows = 26
Total congestion overflow = 0
Critical path fanouts, max = 12
Initial antenna violation count = 0
DIE AREA = 5710 µm²
Initial Util = 0.419
Async set or reset register ratio after synthesis = 1.00
Critical Path Sink = baud_cnt[5]
OpenROAD warnings = 29
Total Routing Usage GR = 0.188
Cts bufs inserted = 5
DP Cell Count = 290
IO Count = 12
Max-slew headroom = 0.569
# setup viols final = 0
WS Path Type = input pin to register
Top FF cell, synth = dfrtp_1
Vias/cell = 5.67
Status = completed
Final min period = 2.71 ns
==> layer usage <==
layer,up-vias,global-route usage,share of wire
met2,70,0.258,0.43
met5,-,0,0
met1,797,0.324,0.48
met3,7,0.0416,0.079
met4,0,0.0267,0.016
li1,817,-,-
==> worst max-delay path: stages <==
cell and delay [ns]:
clkdlybuf4s50_1 0.52, nand2_1 0.24, o21ai_4 0.15, a21o_1 0.31, o41ai_1 0.32, o21ai_0 0.14
==> placed cells by master, fill, tap and decap left out, types with 7 or more instances in the layout <==
cell type | netlist | layout
o21ai_0 | 20 | 20
ha_1 | 7 | 7
dfrtp_1 | 40 | 40
nor3_1 | 8 | 8
a21oi_1 | 9 | 9
clkdlybuf4s50_1 | 0 | 10
inv_1 | 11 | 11
nor2_1 | 16 | 16
nand2_1 | 21 | 21
mux2_2 | 9 | 9
==> logic make-up after synthesis <==
kind of cell,count (synthesis),synth area share
simple gates,79,0.210
compound gates,58,0.176
flops,41,0.474
buf+inv,20,0.0439
mux,10,0.0520
fa+ha+maj,7,0.0404
xor+xnor,1,0.00404
==> area by class of cell <==
cell class / count / area, µm²
repair buffers: 13 / 120
fillers: 491 / 2740
clock buffers: 6 / 72.6
well taps: 70 / 87.6
inverters: 11 / 41.3
clock inverters: 2 / 38.8
multi-input cells: 155 / 1040
flip-flops and latches: 41 / 1030
==> stage by stage <==
| step | hold WS, ns | cell area (µm²) |
|---|---|---|
| after floorplan | 0.410 | 2170 |
| after global placement | 0.436 | 2320 |
| after detailed placement | 0.435 | 2320 |
| after CTS | 0.460 | 2430 |
| after global routing | 0.501 | 2430 |
| final | 0.459 | 2430 |
==> power by group through the flow <==
stage	registers (mW)	clock network, mW	logic, mW
finish	0.281	0.229	0.00736
CTS	0.281	0.233	0.00799
global route	0.281	0.245	0.00872
==> worst min-delay path by stage <==
stage             from       end  slack [ns]  depth (start not counted)
CTS           state[1]  state[0]        0.46                          1
global route  state[1]  state[0]        0.50                          1
finish        state[1]  state[0]        0.46                          1
Power is estimated from default activity; no workload was simulated.
