==> ./design.v <==
module uart_tx #(
    parameter CLOCK_FREQ = 50000000,      
    parameter BAUD_RATE  = 9600           
)(
    input  logic       clk,
    input  logic       rst_n,
    input  logic [7:0] data_in,      
    input  logic       transmit,     
    output logic       tx,           
    output logic       busy          
);
    localparam integer CYCLES_PER_BIT = CLOCK_FREQ / BAUD_RATE;
    typedef enum logic [2:0] {
        IDLE,
        START,
        DATA,
        STOP
    } state_t;
    state_t state;
    logic [15:0] baud_cnt;
    logic [2:0]  bit_idx;
    logic [7:0]  shift_reg;
    always_ff @(posedge clk or negedge rst_n) begin
        if (!rst_n) begin
            state     <= IDLE;
            baud_cnt  <= 0;
            bit_idx   <= 0;
            shift_reg <= 0;
            tx        <= 1'b1;   
            busy      <= 1'b0;
        end else begin
            case (state)
                IDLE: begin
                    tx   <= 1'b1;
                    busy <= 1'b0;
                    if (transmit) begin
                        shift_reg <= data_in;
                        state     <= START;
                        baud_cnt  <= CYCLES_PER_BIT - 1;
                        busy      <= 1'b1;
                    end
                end
                START: begin
                    tx <= 1'b0;
                    if (baud_cnt == 0) begin
                        state     <= DATA;
                        bit_idx   <= 0;
                        baud_cnt  <= CYCLES_PER_BIT - 1;
                    end else begin
                        baud_cnt <= baud_cnt - 1;
                    end
                end
                DATA: begin
                    tx <= shift_reg[bit_idx];
                    if (baud_cnt == 0) begin
                        baud_cnt <= CYCLES_PER_BIT - 1;
                        if (bit_idx == 3'd7) begin
                            state <= STOP;
                        end else begin
                            bit_idx <= bit_idx + 1;
                        end
                    end else begin
                        baud_cnt <= baud_cnt - 1;
                    end
                end
                STOP: begin
                    tx <= 1'b1;
                    if (baud_cnt == 0) begin
                        state <= IDLE;
                    end else begin
                        baud_cnt <= baud_cnt - 1;
                    end
                end
                default: state <= IDLE;
            endcase
        end
    end
endmodule
==> ./run.sh <==
#!/bin/bash
# OpenROAD 26Q1-2900-gdf79404cd8, Yosys 0.63+post, stock flow scripts
make -C /OpenROAD-flow-scripts/flow DESIGN_CONFIG=/design/flow/config.mk WORK_HOME=/design/flow/orfs finish
==> ./config.mk <==
export PLATFORM = sky130hd
export DESIGN_NAME = uart_tx
export DESIGN_NICKNAME = uart_tx
export VERILOG_FILES = /design/flow/design.v
export SDC_FILE = /design/flow/constraint.sdc
export NUM_CORES = 4
export LEC_CHECK = 1
export CORE_AREA = 10 10 105 105
export DIE_AREA = 0 0 115 115
==> ./constraint.sdc <==
current_design uart_tx

set clk_period 4.3
set clk_io_pct 0.2

create_clock -name clk0 -period $clk_period [get_ports {clk}]

set non_clock_inputs [all_inputs -no_clocks]
set_input_delay [expr $clk_period * $clk_io_pct] -clock clk0 $non_clock_inputs
set_output_delay [expr $clk_period * $clk_io_pct] -clock clk0 [all_outputs]
==> summary.txt <==
The following summarizes the physical implementation.

Yosys
Synthesis produced 168 cells. The summed instance area of the synthesized netlist is 1769 um^2. Once synthesis finished, the tally of register bits stood at 33.

The mean post-synth cell area is 10.53 um^2. The synthesis report names the predominant flop master as dfrtp_1. In this run, synthesis inferred 0 flip-flops with an integrated enable. The register area share after synthesis is 46.82%. The number of distinct library cell variants in the gate-level netlist after synthesis is 43. Warnings reported by Yosys during synthesis add up to 1.

The async set-or-reset flop fraction in the synthesized netlist is 100.0%. Yosys reports a chip area of 1769 um^2. The synth_stat.txt file lists the number of cells as 168.

Worst setup path
STA classifies the critical path startpoint as a primary input. At the worst endpoint, the arrival time is 2.65 ns. The worst endpoint required time is 4.46 ns. The maximum fanout along the worst path is 9.

The critical path in this run is classified as in -> reg. The signal on the critical path passes through clkdlybuf4s50_1, nor2b_1, nor4_1, nand2_1, o31ai_1, a21oi_1. On the critical path, the stage with the largest delay is an instance of nor4_1. The endpoint type of the worst setup path is a register. The timing report gives the biggest stage delay along the critical path as 0.73 ns.

Routing
The mean routed wirelength per cell is 11.70 um. The count of unresolved DRC violations after routing is 0. The detailed router's first-iteration violation count is 71. The antenna diode instance count is 0.

The detail route stage leaves a number of antenna-violating nets equal to 0. The detailed-routing iteration count for the pre-antenna-repair pass is 4. For this block, the via count after detailed routing is 1287. The per-cell via count in the routed design is 4.438. The post-detailed-routing wire length is 3.394 mm.

Flow run
The OpenROAD warning count is 26. The report counts max-capacitance violations totalling 0.

GRT
The via count of the first global-routing pass is 1238. The initial antenna violation count came to 0. The first global-routing pass estimated 6.003 mm of wire.

The maximum number of pins on one net before global-route repair is 34. The total track usage is 5.393%. The overall overflow remaining after global route is 0.

Timing
The final max-slew violation count recorded for this run is 0. The final critical delay including setup and external delays is 2.489 ns. The relative slew slack is 43.61%. The share of the clock period used by the worst path is 57.88%. The final setup skew is 0.007002 ns. The upper clock frequency limit is 401.8 MHz. Setup repair after global routing left no endpoint under its margin.

The final layout reports a setup TNS of 0 ns. Setup violations remaining at the end of the flow were counted as 0. The number of hold violations in the final report is 0. The slew at the pin closest to its max-slew limit is 0.8381 ns.

Clocking
The maximum clock path buffer count is 2. The clock tree synthesis step divided the H-tree into 2 levels. The number of resized instances in the post-cts repair step is 0. Looking at the clock tree report, the root buffer type is clkbuf_8. The insertion delay at the late pin of the worst-skew pair is 0.28 ns. CTS added clock buffers totalling 5. The clock input transition at the sequential cells of the worst setup and hold paths is 0.07 ns. The clock sink count is 33.

The clock tree from TritonCTS is yes. Post-CTS timing repair inserted 0 buffers for setup. The number of hold buffers added after CTS was 0.

Final layout
The number of flip-flops under the largest register name is 16. The layout report lists the multi-input gate area as 877.1 um^2. The area growth from synthesis to final layout is 17.04%. The number of fillers in the final layout is 945. The area taken by flip-flops and latches is 828.3 um^2.

The ratio of cells with drive above 1 in the final layout is 12.64%. The post-route cell area is 2071 um^2.

Die
The report lists the number of standard-cell rows as 34. The die width is 115 um. In this run the vertical extent of the chip is 115 um.

The total area inside the core boundary comes to 8763 um^2. The I/O pin total is 13. The die covers 13230 um^2. The core utilization at floorplan is 20.19%.

Placed design
The total cell area at the placement stage is 1991 um^2. The final weighted congestion recorded by global placement is 0.8432. Port buffering added 12 buffers. In the placement report, post-DP HPWL is listed as 2.455 mm.

Hold path
The tightest min-delay check is of the reg -> reg type.

Outcome
The run finished with clean final reports.

Pwr
The leakage power is 0.8415 nW. The peak supply drop is 0.0001520 V. For this design the ratio of total power to cell area is 489.6 nW/um^2.
==> critical path: cells and delay by family <==
| family | cells | cell delay, ns |
|---|---|---|
| AND-OR/OR-AND | 2 | 0.32 |
| buffers and inverters | 1 | 0.48 |
| AND/OR/NAND/NOR | 3 | 0.99 |
==> layout make-up <==
type,instances,area share (%)
multi-input cells,122,42.36
flip-flops and latches,33,40.00
well taps,108,6.526
repair buffers,13,6.163
clock buffers,8,3.867
inverters,6,1.088
==> cell families (layout without fill, tap and decap cells) <==
kind of cell / count (synthesis) / count (layout) / share of synthesized area (%)
AND-OR/OR-AND: 32 / 32 / 12.59
flip-flops: 33 / 33 / 46.82
AND/OR/NAND/NOR: 65 / 65 / 20.93
adder cells (fa/ha/maj): 4 / 4 / 2.829
buffers and inverters: 13 / 27 / 3.607
multiplexers: 12 / 12 / 8.770
XOR/XNOR: 9 / 9 / 4.456
==> layout by cell type, fill, tap and decap left out, types with 4 or more instances in the layout <==
master           count
nand3_1              4
mux2_2               8
nand2_1             11
dfrtp_1             31
nor3_1               8
inv_1                6
xor2_1               8
clkbuf_8             5
nor4_1               4
a22o_1               4
o21ai_1              4
a21oi_1              5
nor2_1              15
ha_1                 4
o21ai_0              7
clkdlybuf4s50_1     12
==> routing by layer <==
| layer | wire (um) | global-route usage, % | vias to the layer above |
|---|---|---|---|
| met4 | 42 | 0.8251 | 0 |
| met2 | 1413 | 7.170 | 40 |
| met5 | 0 | 0 | - |
| met3 | 215 | 1.477 | 2 |
| met1 | 1723 | 8.632 | 606 |
| li1 | - | - | 639 |
==> report_power, final <==
group	switching [mW]	internal, mW
Combinational	0.170	0.137
Sequential	0.0908	0.395
Clock	0.105	0.115
==> worst paths after layout <==
path | start | endpoint | slack [ns] | cells after the start
worst max-delay path | transmit | baud_cnt[9] | 1.81 | 6
worst min-delay path | shift_reg[6] | shift_reg[6] | 0.50 | 1
worst max register to register | baud_cnt[2] | bit_idx[2] | 1.96 | 5
worst min register to register | shift_reg[6] | shift_reg[6] | 0.50 | 1
max in group asynchronous | rst_n | tx | 2.96 | 2
min in group asynchronous | rst_n | baud_cnt[8] | 0.99 | 2
==> through the flow <==
| stage | std cells | hold slack, ns | utilization (%) | total power, mW | setup slack, ns |
|---|---|---|---|---|---|
| 2_1_floorplan | 168 | 0.4739 | - | 0.7198 | 2.176 |
| 3_3_place_gp | 282 | 0.4841 | 22.72 | 0.7925 | 1.578 |
| 3_5_place_dp | 282 | 0.4938 | 22.72 | 0.7982 | 1.523 |
| 4_1_cts | 290 | 0.5077 | 23.63 | 1.023 | 1.806 |
| 5_1_grt | 290 | 0.5310 | 23.63 | 1.101 | 1.564 |
| 6_report | 290 | 0.5046 | 23.63 | 1.014 | 1.811 |
==> Yosys cell counts, types with 2 or more instances <==
cell | instances | area share [%]
nand2_1 | 11 | 2.3
dfrtp_1 | 31 | 44
nor4b_1 | 2 | 0.99
nand2b_1 | 3 | 1.1
nor3_1 | 8 | 2.3
nor4_1 | 4 | 1.4
nor2_1 | 15 | 3.2
clkbuf_1 | 5 | 1.1
ha_1 | 4 | 2.8
nand3_1 | 4 | 1.1
o211ai_1 | 3 | 1.3
o31ai_1 | 2 | 0.85
nand4b_1 | 2 | 0.99
xor2_1 | 8 | 4.0
a22o_1 | 4 | 2.0
nand4_1 | 3 | 1.1
or3_1 | 3 | 1.1
mux2_2 | 8 | 5.1
or4_1 | 2 | 0.85
inv_1 | 6 | 1.3
dfstp_2 | 2 | 3.0
o21ai_0 | 7 | 2.0
mux4_2 | 2 | 2.5
mux2i_1 | 2 | 1.1
buf_6 | 2 | 1.3
a21oi_1 | 5 | 1.4
o21ai_1 | 4 | 1.1
Power figures rest on the tool's default switching activity, not on a simulated workload.
